`/design/flow/run.sh`:
```
#!/bin/bash
# OpenROAD 26Q1-2900-gdf79404cd8, Yosys 0.63+post, stock flow scripts
make -C /OpenROAD-flow-scripts/flow DESIGN_CONFIG=/design/flow/config.mk WORK_HOME=/design/flow/orfs finish
```
`/design/flow/config.mk`:
```
export PLATFORM = sky130hd
export DESIGN_NAME = hex7seg
export DESIGN_NICKNAME = hex7seg
export VERILOG_FILES = /design/flow/design.v
export SDC_FILE = /design/flow/constraint.sdc
export NUM_CORES = 4
export LEC_CHECK = 1
export CORE_AREA = 10 10 70 70
export DIE_AREA = 0 0 80 80
```
`/design/flow/constraint.sdc`:
```
current_design hex7seg

set clk_period 1.2
set clk_io_pct 0.2

create_clock -name clk0 -period $clk_period

set non_clock_inputs [all_inputs -no_clocks]
set_input_delay [expr $clk_period * $clk_io_pct] -clock clk0 $non_clock_inputs
set_output_delay [expr $clk_period * $clk_io_pct] -clock clk0 [all_outputs]
```
`/design/flow/design.v`:
```
`timescale 1ns / 1ps
`default_nettype none
module hex7seg(
   input  wire [3:0] x,
   output wire [6:0] segments
);
   assign segments = ~(               
            x == 4'h0 ? 7'b0111111      
          : x == 4'h1 ? 7'b0000110
          : x == 4'h2 ? 7'b1011011
          : x == 4'h3 ? 7'b1001111
          : x == 4'h4 ? 7'b1100110 
          : x == 4'h5 ? 7'b1101101
          : x == 4'h6 ? 7'b1111101
          : x == 4'h7 ? 7'b0000111
          : x == 4'h8 ? 7'b1111111
          : x == 4'h9 ? 7'b1101111
          : x == 4'hA ? 7'b1110111
          : x == 4'hB ? 7'b1111100
          : x == 4'hC ? 7'b0111001
          : x == 4'hD ? 7'b1011000
          : x == 4'hE ? 7'b1111001
          : x == 4'hF ? 7'b1110001
          : 7'b0000000 );   
endmodule
```
==> flow_metrics.env <==
# physical design summary
export IMPL_critPathMaxFanout=6
export IMPL_placed_cells=92
export IMPL_die_h_um=80
export IMPL_p_comb_share_pct=100.0
export IMPL_clockBufferCount=0
export IMPL_stdcell_area_sq_um=499
export IMPL_cp_arrival_ns=0.92
export IMPL_dp_hpwl_um=616
export IMPL_core_area_sq_um=3420
export IMPL_clock_fmax_mhz=861
export IMPL_min_period_ns=1.16
export IMPL_flop_area_sq_um=0
export IMPL_logic_area_sq_um=239
export IMPL_avgSynthCellArea_sq_um=6.45
export IMPL_avgRoutedWirePerCell_um=8.58
export IMPL_slew_headroom_pct=86.1
export IMPL_flop_count=0
export IMPL_rsz0062_at_grt="yes"
export IMPL_synthDistinctLibCells=19
export IMPL_p_switching_uw=66.9
export IMPL_chipArea_sq_um=6400
export IMPL_fin_ws_ns=0.0390
export IMPL_ys_seq_share_pct=0
export IMPL_gp_congestion=0.627
export IMPL_grt_pass1_vias=260
export IMPL_peakVddDrop_mv=0.0460
export IMPL_vias=283
export IMPL_maxCapViolCount=0
export IMPL_synth_area_sq_um=206
export IMPL_top_area_cell="buf_6"
export IMPL_initial_utilization_pct=6.04
export IMPL_cp_end_kind="primary output"
export IMPL_cellLeakagePower_uw=0.000212
export IMPL_antenna_cells=0
export IMPL_ys_sh_aoi_pct=40.0
export IMPL_pre_cts_ws_ns=-0.863
export IMPL_drive_above_1_share_pct=69.4
export IMPL_timing_hold_ws_ns=0.776
export IMPL_p_int_uw=97.0
export IMPL_synthTopCellsByArea="buf_6 16%, a21oi_1 9.7%, o21ai_0 9.7%"
export IMPL_post_route_period_util_pct=96.7
export IMPL_routed_wl_um=815
export IMPL_layout_cells_non_filler=95
export IMPL_rows=21
export IMPL_yosys_warnings=0
export IMPL_netlist_instances=32
export IMPL_numPortBuffers=11
export IMPL_top_logic_kind="AND-OR/OR-AND gates"
export IMPL_worstSetupPathType="in -> out"
export IMPL_mux_share_pct=0
export IMPL_setup_viol=0
export IMPL_setup_worst_path_start_class="primary input"
export IMPL_dr_pass1_iters=3
export IMPL_area_growth_pct=142
export IMPL_gr_total_overflow=0
export IMPL_place_area_sq_um=388
export IMPL_status="completed"
export IMPL_synth_xor_area_share_pct=4.24
export IMPL_hold_path_class="in -> out"
export IMPL_drcViolationCount=0
export IMPL_drt_iter0_markers=15
export IMPL_grtUsageTotal_pct=2.49
export IMPL_tool_warnings=33
export IMPL_tightest_slew_ns=0.209
export IMPL_grt_pass1_wl_mm=1.33
export IMPL_ys_chip_area_sq_um=206
export IMPL_p_sw_share_pct=40.8
export IMPL_fillers=381
export IMPL_power_frac_clock_pct=0
export IMPL_seqPwrFrac_pct=0
export IMPL_ys_cells=32
export IMPL_drtAntennaViolNets=0
export IMPL_power_density_nw_per_um2=328
export IMPL_antenna_found_initial=0
export IMPL_yosys_area_share_simple_pct=35.2
export IMPL_synth_top_area_share_pct=16.4
export IMPL_viasPerCell=2.98
export IMPL_fa_ha_area_share_pct=0
export IMPL_hold_violations=0
export IMPL_ios=11
export IMPL_drv_slew=0
export IMPL_die_x_um=80
export IMPL_cp_required_ns=0.96
export IMPL_grt_max_degree=9
-- Yosys cell counts --
cell      number
o22ai_1        1
inv_1          1
xnor2_1        1
a21oi_1        4
nor2b_1        2
nand2_1        2
a21o_1         2
buf_2          1
a211oi_1       1
nor2_1         1
nand3_1        2
nand2b_1       2
nor4b_1        1
a22oi_1        1
o21ai_0        4
nor3b_2        1
a31oi_1        1
buf_6          3
nor3_1         1
-- critical path: stages --
cell and delay, ns:
buf_12 0.11, buf_8 0.12, xnor2_2 0.12, a22oi_1 0.14
nand2_1 0.07, buf_2 0.12
-- repair_timing --
action | in CTS | in global routing
hold buffers | 0 | 0
gates resized | 66 | 9
pin swaps | 7 | 6
setup endpoints to repair | 7 | 5
hold endpoints to repair | 0 | 0
setup buffers | 3 | 1
-- cell families after synthesis --
family,Yosys count
XOR/XNOR,1
buffers and inverters,5
AND/OR/NAND/NOR,12
AND-OR/OR-AND,14
-- worst paths after layout --
check	from	slack, ns	cells after the start	end
worst max-delay path	x[2]	0.04	6	segments[0]
worst min-delay path	x[3]	0.78	3	segments[2]
-- final cells by class --
class,instances,area share (%)
well taps,46,11.5
inverters,1,0.752
repair buffers,21,39.8
multi-input cells,27,47.9
-- metrics by stage --
stage	utilization (%)	TNS [ns]	power, uW
floorplan	-	0	56.3
global placement	11.4	-5.64	128
detailed placement	11.4	-5.73	129
CTS	13.3	0	150
global route	14.6	-0.0187	181
finish	14.6	0	164
-- layout by cell type (no fill, tap or decap), types with 2 or more instances in the layout --
cell | netlist | layout
a21o_1 | 2 | 2
a21oi_1 | 4 | 2
a21oi_2 | 0 | 2
buf_12 | 0 | 2
buf_2 | 1 | 7
buf_4 | 0 | 5
buf_6 | 3 | 4
buf_8 | 0 | 2
nand2_1 | 2 | 2
nand2b_1 | 2 | 2
o21ai_2 | 0 | 2
-- metal layers --
layer	up-vias	share of wire, %	global-route usage (%)
met1	129	49	3.30
met4	0	0	0
li1	150	-	-
met5	-	0	0
met3	0	4.2	0.341
met2	4	47	4.41
-- power groups by stage --
| stage | clock [uW] | sequential [uW] | combinational (uW) |
|---|---|---|---|
| 5_1_grt | 0 | 0 | 181 |
| 4_1_cts | 0 | 0 | 150 |
| 6_report | 0 | 0 | 164 |
Power is estimated from default activity; no workload was simulated.
